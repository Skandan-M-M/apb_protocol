==> /design/flow/design.v <==
`timescale 1ns / 1ps
module apb_master (
    input wire PCLK,          
    input wire PRESETn,       
    output reg PSEL,          
    output reg PENABLE,       
    output reg PWRITE,        
    output reg [31:0] PADDR,  
    output reg [31:0] PWDATA,  
    input wire [31:0] PRDATA,  
    input wire PREADY         
);
    reg [3:0] state;
    always @(posedge PCLK or negedge PRESETn) begin
        if (~PRESETn) begin
            state <= 4'b0000;
            PSEL <= 0;
            PENABLE <= 0;
            PWRITE <= 0;
            PADDR <= 32'b0;
            PWDATA <= 32'b0;
        end else begin
            case(state)
                4'b0000: begin  
                    state <= 4'b0001;
                end
                4'b0001: begin  
                    PSEL <= 1;
                    PADDR <= 32'h0000;  
                    PWRITE <= 1;        
                    PWDATA <= 32'h1234;  
                    state <= 4'b0010;
                end
                4'b0010: begin  
                    PENABLE <= 1;
                    state <= 4'b0100;
                end
                4'b0100: begin  
                    if (PREADY) begin
                        PSEL <= 0;  
                        PENABLE <= 0;  
                        state <= 4'b0000;  
                    end
                end
                default: state <= 4'b0000;
            endcase
        end
    end
endmodule
==> /design/flow/run.sh <==
#!/bin/bash
# OpenROAD 26Q1-2900-gdf79404cd8, Yosys 0.63+post, stock flow scripts
make -C /OpenROAD-flow-scripts/flow DESIGN_CONFIG=/design/flow/config.mk WORK_HOME=/design/flow/orfs finish
==> /design/flow/config.mk <==
export PLATFORM = sky130hd
export DESIGN_NAME = apb_master
export DESIGN_NICKNAME = apb_master
export VERILOG_FILES = /design/flow/design.v
export SDC_FILE = /design/flow/constraint.sdc
export NUM_CORES = 4
export LEC_CHECK = 1
export CORE_AREA = 10 10 70 70
export DIE_AREA = 0 0 80 80
==> /design/flow/constraint.sdc <==
current_design apb_master

set clk_period 1.5
set clk_io_pct 0.2

create_clock -name clk0 -period $clk_period [get_ports {PCLK}]

set non_clock_inputs [all_inputs -no_clocks]
set_input_delay [expr $clk_period * $clk_io_pct] -clock clk0 $non_clock_inputs
set_output_delay [expr $clk_period * $clk_io_pct] -clock clk0 [all_outputs]
==> job_summary.md <==
### Metrics collected by this job

| Metric | Value |
|---|---|
| P&R area growth vs syn | `-10.9%` |
| Cells after Synth | `around 80` |
| Cell taking the most area after synthesis | `buf_4` |
| Total I/O pin count | `102` |
| Synthesis warning total | `1` |
| Residual DRC count | `0` |
| Crit start category | `flop` |
| Max Cap Viol | `0` |
| DIE AREA | `0.00640 sq mm` |
| Core ar. | `0.00342 sq mm` |
| CP max FO | `7` |
| Max frequency | `around 0.7 GHz` |
| Static Leak | `about 0.36 nW` |
| Maximum buffer depth of the clock tree | `2` |
| Initial Util | `0.208` |
| Mapped Avg Cell Area | `approximately 8.9 sq um` |
| Die Wd | `80 microns` |
| Post-route ant nets | `0` |
| # diodes | `0` |
| Final period util | `0.950` |
| Utilization after layout | `0.185` |
| Endpoints failing hold | `0` |
| DRT Pass-1 Iters | `2` |
| Largest net degree at the start of global routing | `8` |
| Post-Syn Area | `about 710 sq um` |
| OpenROAD warnings | `57` |
| Crit path cell chain | `clkdlybuf4s50_1` |
| Crit Path Class | `reg2out` |
| Peak VDD IR | `between 0.2 and 0.25 mV` |
| CP bufs+invs | `1` |
| Placed instance area | `roughly 600 sq um` |
| Fin Setup TNS | `0 ns` |
| Pwr dens | `a little under 600 mW/mm^2` |
| Final HPWL DP | `1110 microns` |
| Max-slew violation count | `0` |
| Top delay family on crit path | `buffers and inverters` |
| Grt total ovfl | `0` |
| Yosys Instances | `about 80` |
| RSZ-0062 raised after global routing | `false` |
| Wire per inst | `around 9.0 microns` |
| WP data arrival | `roughly 1.1 ns` |
| Total Routing Usage GR | `0.0282` |
| Worst-path clk slew | `0.05 ns` |
| Yosys stat area | `~700 sq um` |
| CTS tree | `built` |
| Crit path capture type | `output pin` |
| HP Class | `in2async` |
| CP max stage delay | `between 0.4 and 0.5 ns` |
| Largest cells by area after synthesis | `buf_4 (68%), dfrtp_1 (21%), dfstp_2 (3.7%)` |
| #FFs+latches synth | `7` |
| Initial antenna violation count | `0` |
| Req. time, crit path | `about 1.2 ns` |
| Vias in the first global route | `between 300 and 400` |
| Post-synth seq share | `0.248` |
| Late-Pin Clk Latency | `roughly 0.25 ns` |
| Synth unique cells | `10` |
| Setup Skew | `slightly below 0.0009 ns` |
| Root Buffer | `clkbuf_4` |
| Worst hold slack | `0.303 ns` |
| CP max-delay cell | `clkdlybuf4s50_1` |
| Area share, top type | `0.676` |
| H-tree Lvls | `1` |
| Rows | `21` |
| # clock sinks | `7` |
| Crit path time final | `between 1 and 1.5 ns` |
| Via density | `between 2 and 2.5` |
| CTS Buf Count | `3` |
| Final setup vio count | `0` |
| Port Buffer Count | `10` |
| Layout cells sized above 1 | `0.0682` |
| Die height | `~80 microns` |
| Status | `finished, final reports clean` |
| Initial DRC Count | `7` |
| Vias | `315` |
| Fin area | `633 sq um` |
| GPL Wtd Cong | `slightly above 0.7` |
| Total Routed Length | `roughly 1200 microns` |
| First-pass GRT wire length | `between 1500 and 2000 microns` |
| Setup bufs post-CTS | `0` |
| Fillers | `395` |
## synthesized netlist by cell type
master,number
a21o_1,1
dfstp_2,1
and2_2,1
nor2_1,2
conb_1,1
dfrtp_1,6
or2_1,1
buf_4,64
o2bb2ai_1,2
inv_1,1
## final timing paths
| path | startpoint | endpoint | slack [ns] | cells past startpoint |
|---|---|---|---|---|
| worst min-delay path | PRESETn | PSEL$_DFFE_PN0P_ | 0.30 | 1 |
| worst min register to register | state[0]$_DFF_PN1_ | state[3]$_DFF_PN0_ | 0.39 | 0 |
| worst max register to register | PWDATA[2]$_DFFE_PN0P_ | PWDATA[2]$_DFFE_PN0P_ | 0.75 | 1 |
| max in group asynchronous | PRESETn | state[0]$_DFF_PN1_ | 0.92 | 1 |
| min in group clk0 | state[0]$_DFF_PN1_ | state[3]$_DFF_PN0_ | 0.39 | 0 |
| worst max-delay path | PWDATA[2]$_DFFE_PN0P_ | PWDATA[9] | 0.07 | 1 |
## power by group
group | switching [mW] | leakage (nW) | internal [mW]
combinational | 0.0141 | 0.266 | 0.00476
clock | 0.0673 | 0.0150 | 0.101
sequential | 0 | 0.0820 | 0.189
total | 0.0814 | 0.363 | 0.295
## sequential cells by signal, indices dropped and copies added, names as in the netlist
signal,flops
PWDATA,1
state,4
PENABLE,1
PSEL,1
## through the flow
| step | std cells | power, mW | setup WS [ns] |
|---|---|---|---|
| after global placement | 130 | 0.217 | 0.304 |
| after CTS | 134 | 0.389 | 0.0124 |
| final | 134 | 0.377 | 0.0748 |
| after floorplan | 138 | 0.303 | 0.680 |
| after detailed placement | 130 | 0.216 | 0.288 |
| after global routing | 134 | 0.410 | 0.00208 |
## cell families (layout without fill, tap and decap cells)
logic type,count (synthesis),in the layout,synth area share
buffers and inverters,65,15,0.681
DFF,7,7,0.248
and+or+nand+nor,4,4,0.0299
AOI/OAI and AO/OA,3,3,0.0352
other,1,59,0.00528
## per-layer routing
layer,GRT usage,share of wire
met5,0,0
met4,0.00704,0.0075
met3,0.0125,0.15
met2,0.0498,0.47
met1,0.0296,0.36
## cell usage in the layout (no fill, tap or decap)
cell type        netlist  final
dfrtp_1                6      5
o2bb2ai_1              2      2
a21o_1                 1      1
conb_1                 1     59
clkbuf_1               0      1
dfstp_2                1      1
clkbuf_4               0      3
nor2_1                 2      2
inv_1                  1      1
or2_1                  1      1
and2_2                 1      1
clkdlybuf4s50_1        0     10
dfrtp_2                0      1
## layout make-up
type / instances / area [sq um] / area share
Inverter: 1 / 3.75 / 0.00593
Tap cell: 46 / 57.6 / 0.0909
Multi-Input combinational cell: 66 / 268 / 0.423
Timing Repair Buffer: 10 / 100 / 0.158
Sequential cell: 7 / 178 / 0.281
Clock buffer: 4 / 26.3 / 0.0415
## what timing repair did
action | CTS | global route
hold endpoints to repair | 0 | 0
hold buffers | 0 | 0
resized | 0 | 1
setup endpoints to repair | 0 | 6
Power is estimated from default activity; no workload was simulated.
