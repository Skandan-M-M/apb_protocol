### flow/design.v
`timescale 1ns / 1ps
module apb_slave (
    input wire PCLK,         
    input wire PRESETn,      
    input wire PSEL,         
    input wire PENABLE,      
    input wire PWRITE,       
    input wire [31:0] PADDR,  
    input wire [31:0] PWDATA,  
    output reg [31:0] PRDATA,  
    output reg PREADY        
);
    reg [31:0] mem [0:15];   
    always @(posedge PCLK or negedge PRESETn) begin
        if (~PRESETn)
            PREADY <= 0;
        else
            PREADY <= 1;   
    end
    always @(posedge PCLK) begin
        if (PSEL && PENABLE) begin
            if (PWRITE) begin
                mem[PADDR[3:0]] <= PWDATA;  
            end else begin
                PRDATA <= mem[PADDR[3:0]];  
            end
        end
    end
endmodule
### flow/constraint.sdc
current_design apb_slave

set clk_period 1.6
set clk_io_pct 0.2

create_clock -name clk0 -period $clk_period [get_ports {PCLK}]

set non_clock_inputs [all_inputs -no_clocks]
set_input_delay [expr $clk_period * $clk_io_pct] -clock clk0 $non_clock_inputs
set_output_delay [expr $clk_period * $clk_io_pct] -clock clk0 [all_outputs]
### flow/config.mk
export PLATFORM = sky130hd
export DESIGN_NAME = apb_slave
export DESIGN_NICKNAME = apb_slave
export VERILOG_FILES = /design/flow/design.v
export SDC_FILE = /design/flow/constraint.sdc
export NUM_CORES = 4
export LEC_CHECK = 1
export CORE_UTILIZATION = 30
### flow/run.sh
#!/bin/bash
# OpenROAD 26Q1-2900-gdf79404cd8, Yosys 0.63+post, stock flow scripts
make -C /OpenROAD-flow-scripts/flow DESIGN_CONFIG=/design/flow/config.mk WORK_HOME=/design/flow/orfs finish
==> out/results.md <==
| Quantity | This run |
|---|---|
| Clock tree root driver cell | sky130_fd_sc_hd__clkbuf_16 |
| Critical Path Source Type | register |
| Cell total in the yosys stat output | 847 |
| Sequential element share of the synthesized area | 80.8% |
| First-pass GRT wire length | 67.2 mm |
| Leakage power total | 8.25 nW |
| Crit-path max FO | 1 |
| Total track usage | 14.5% |
| Final antenna-violating net count | 0 |
| Tool warning count | 55 |
| Clock transition at the registers of the reported paths | 0.07 ns |
| Clock buffer count from CTS | 53 |
| Upper clock frequency limit | 641 MHz |
| Die Span X | 262 microns |
| Number of placed I/O pins | 102 |
| Worst hold slack after final layout | 0.351 ns |
| Maximum number of pins on one net before global-route repair | 27 |
| Synthesis-to-layout area growth | 26.3% |
| Peak VDD IR | 0.674 mV |
| Accumulated negative setup slack | 0 ns |
| Average detailed-routed wire length per instance | 22.2 microns |
| Total die size | 68500 sq um |
| Hold WC Path Type | input port to register |
| Worst skew pair latency | 0.57 ns |
| TritonCTS clock tree | built |
| Actual transition at the worst max-transition pin | 0.550 ns |
| Cell type with the largest total area after synthesis | sky130_fd_sc_hd__edfxtp_1 |
| Total detailed-routing wirelength | 44.5 mm |
| Clock period minus worst slack | 1.56 ns |
| WP data arrival | 1.87 ns |
| Routability congestion estimate from global placement | 0.827 |
| DIE HEIGHT | 262 microns |
| Unrepaired setup endpoints after global routing | true |
| Longest Clk Path Bufs | 3 |
| Std-Cell Core Area | 66200 sq um |
| Routed via count divided by cell count | 4.74 |
| Total of max-cap violations | 0 |
| Cell Rows | 94 |
| Data required time of the critical path | 1.91 ns |
| Fp_density | 30.6% |
| Port bufs | 73 |
| DR vias | 9470 |
| Number of H-tree branching levels | 2 |
| Run status | finished clean |
| Fraction of layout instances using a drive strength above 1 | 35.5% |
| Dominant logic cell type in the layout | sky130_fd_sc_hd__edfxtp_1 |
| Syn Inst Count | 847 |
| Violation tally from detailed-route iteration zero | 602 |
| CP Capture Type | register |
| Overflow left after global routing | 0 |
| Warnings, synthesis | 1 |
| Start point of the worst hold path | PWRITE |
| Final tally of hold violations | 0 |
| DRC violation count after routing | 0 |
| Post-route clock period utilization | 97.6% |
| Library cells used by synthesis | 20 |
| Mean Syn Cell Area | 23.9 sq um |
| Largest cells by area after synthesis | sky130_fd_sc_hd__edfxtp_1 81%, sky130_fd_sc_hd__mux4_2 14%, sky130_fd_sc_hd__a22oi_1 2.4%, sky130_fd_sc_hd__nand2_1 0.63%, sky130_fd_sc_hd__clkbuf_1 0.46% |
| Category of the critical setup timing path | register to register |
| End-of-flow core utilization | 38.6% |
| Number of clock sinks seen by CTS | 545 |
| Final slew viol count | 0 |
| PwrDens | 1130 nW/um^2 |
| Most frequent logic cells in the routed design | 544 x sky130_fd_sc_hd__edfxtp_1, 128 x sky130_fd_sc_hd__mux4_2, 111 x sky130_fd_sc_hd__buf_4 |
| Number of global-route vias before repair | 10.7k |
| Count of state elements after synthesis | 545 |
| Initial antenna violation count | 1 |
| Clock Skew | 0.0128 ns |
| Non-filler cells, final | 1999 |
| Worst R2R Start | mem[3][8] |
| Worst setup path startpoint | mem[3][8] |
| Area share of the leading cell type in the synthesized netlist | 80.7% |
| Number of diodes | 0 |
| Initial DRT Pass Iterations | 4 |
| Post-synthesis instance area | 20200 sq um |
| Relative slew margins | 63.2% |
| Number of placed cells counting well taps | 1883 |
| Dpl hpwl | 29.2 mm |
| Yosys chip area | 20200 sq um |
| Total setup violations reported at the end of the flow | 0 |
-- what timing repair did --
action | CTS | global route
gates cloned | 3 | 0
gates resized | 51 | 12
setup buffers | 5 | 14
setup endpoints to repair | 412 | 12
hold endpoints to repair | 1 | 0
hold buffers | 1 | 0
pin swaps | 5 | 4
-- synthesized netlist by cell type, drive strengths merged --
library cell and number:
a22oi 64, and2 1, and3 1, buf 22, clkbuf 25, conb 1, dfrtp 1, edfxtp 544
mux4 128, nand2 34, nand2b 2, nand3 1, nand3b 2, nor2 14, nor2b 2, nor3 4
or3b 1
-- cell type report --
type / instances / area (sq um)
fill: 5775 / 40700
sequential: 545 / 16400
multi-input combinational: 255 / 3870
timing repair buffer: 240 / 2670
clock buffer: 62 / 1360
tap: 864 / 1080
clock inverter: 33 / 229
-- power breakdown --
part,internal [mW],total (mW),switching [mW]
sequential,15.8,15.9,0.0243
clock,6.52,11.5,4.95
combinational,0.769,1.59,0.824
total,23.1,28.9,5.80
-- worst max-delay path, cell delays in order (launching register included) --
cell and delay, ns:
sky130_fd_sc_hd__edfxtp_1 0.36, sky130_fd_sc_hd__mux4_2 0.49, sky130_fd_sc_hd__a22oi_1 0.35, sky130_fd_sc_hd__nand2_1 0.10
-- registers in the layout (all words and copies together), names as in the netlist --
| signal | cells |
|---|---|
| mem | 512 |
| PRDATA | 32 |
| PREADY | 1 |
-- cell families after synthesis --
kind of cell           count (synthesis)  synth area share (%)
buffers and inverters                 47                  1.26
AOI/OAI and AO/OA                     64                  2.37
muxes                                128                  14.2
other                                  1                0.0185
and+or+nand+nor                       62                  1.32
DFF                                  545                  80.8
-- metal layers --
layer	wire, microns	track usage (%)	part of all wire [%]
met1	15200	16.9	34
met2	23300	23.9	52
met3	4860	8.02	11
met4	1110	3.05	2.5
met5	13	0	0.029
-- stage by stage --
| step | instance area, sq um | power (mW) | setup WS [ns] |
|---|---|---|---|
| floorplan | 20400 | 16.9 | -0.864 |
| global placement | 23700 | 17.7 | -0.779 |
| detailed placement | 23700 | 17.8 | -0.771 |
| CTS | 25400 | 29.2 | 0.0170 |
| global route | 25600 | 29.9 | -0.0549 |
| finish | 25600 | 28.9 | 0.0388 |
-- worst paths after layout --
| path | cells after the start | endpoint | slack, ns |
|---|---|---|---|
| max | 3 | PRDATA[8] | 0.04 |
| max in group asynchronous | 2 | PREADY | 1.07 |
| min reg2reg | 3 | PRDATA[29] | 0.76 |
| max reg2reg | 3 | PRDATA[8] | 0.04 |
| min | 3 | PRDATA[26] | 0.35 |
| min in group asynchronous | 2 | PREADY | 0.43 |
Power figures rest on the tool's default switching activity, not on a simulated workload.
